<file path="./config.mk">
export PLATFORM = sky130hd
export DESIGN_NAME = top
export DESIGN_NICKNAME = top
export VERILOG_FILES = /design/flow/design.v
export SDC_FILE = /design/flow/constraint.sdc
export NUM_CORES = 4
export LEC_CHECK = 1
export CORE_UTILIZATION = 40
</file>
<file path="./constraint.sdc">
current_design top

set clk_period 2.7
set clk_io_pct 0.2

create_clock -name clk0 -period $clk_period [get_ports {clk}]

set non_clock_inputs [all_inputs -no_clocks]
set_input_delay [expr $clk_period * $clk_io_pct] -clock clk0 $non_clock_inputs
set_output_delay [expr $clk_period * $clk_io_pct] -clock clk0 [all_outputs]
</file>
<file path="./design.v">
module top(clk, rst, led);
    input clk;
    input rst;
    output led;
    parameter PWM_BITS = 9;
    parameter [PWM_BITS-1:0] PWM_MAXV = 2 ** PWM_BITS - 1;
    wire clk1ms;
    reg [PWM_BITS-1:0] pwmValue;
    reg flag_c, flag_n;
    wire pwmOut;
    divide #(.WIDTH(14),.N(12_000)) u1(
            .clk(clk),
            .rst_n(rst),
            .clkout(clk1ms)
            );
    pwm #(.BITS(PWM_BITS)) u2(
        .clk(clk),
        .rst_n(rst),
        .value(pwmValue),
        .out(pwmOut)
        );
    always@(posedge clk1ms or negedge rst)
    begin
        if(!rst)
            pwmValue <= 1'b0;
        else
            pwmValue <= pwmValue + 1'b1;
    end
    always@(posedge clk1ms or negedge rst)
    begin
        if(!rst)
            flag_c <= 1'b0;
        else
            flag_c <= flag_n;
    end
    always@(*)
    begin
        if(pwmValue == PWM_MAXV)
            flag_n = !flag_c;
        else
            flag_n = flag_c;
    end
    assign led = flag_c ? pwmOut : !pwmOut;
endmodule
module divide(clk, rst_n, clkout);
    input clk;
    input rst_n;
    output clkout;
    parameter   WIDTH   = 3;                     
    parameter   N       = 5;                     
    reg [WIDTH-1:0] cnt_p,cnt_n;                 
    reg clk_p,clk_n;                             
    always@(posedge clk or negedge rst_n)
    begin
        if(!rst_n)
            cnt_p<=0;
        else if (cnt_p==(N-1))
            cnt_p<=0;
        else cnt_p<=cnt_p+1;                     
    end
    always@(posedge clk or negedge rst_n)
    begin
        if(!rst_n)
            clk_p<=0;
        else if (cnt_p<(N>>1))                   
            clk_p<=0;
        else
            clk_p<=1;                            
    end
    always@(negedge clk or negedge rst_n)
    begin
        if(!rst_n)
            cnt_n<=0;
        else if (cnt_n==(N-1))
            cnt_n<=0;
        else cnt_n<=cnt_n+1;
    end
    always@(negedge clk)
    begin
        if(!rst_n)
            clk_n<=0;
        else if (cnt_n<(N>>1))
            clk_n<=0;
        else
            clk_n<=1;                        
    end
    assign clkout = (N==1)?clk:(N[0])?(clk_p&clk_n):clk_p;
endmodule
module pwm(clk, rst_n, value, out);
    parameter BITS = 8;
    input clk;
    input rst_n;
    input [BITS-1:0] value;
    output out;
    reg [BITS-1:0] count;
    always@(posedge clk or negedge rst_n)
    begin
        if(!rst_n)
            count <= 0;
        else
            count <= count + 1;
    end
    assign out = count <= value;
endmodule
</file>
<file path="./run.sh">
#!/bin/bash
# OpenROAD 26Q1-2900-gdf79404cd8, Yosys 0.63+post, stock flow scripts
make -C /OpenROAD-flow-scripts/flow DESIGN_CONFIG=/design/flow/config.mk WORK_HOME=/design/flow/orfs finish
</file>
==> summary.json <==
{
  "unrepaired_setup_endpoints_after_global_routing": {"value": "false"},
  "cts.root.buffer_cell": {"value": "sky130_fd_sc_hd__clkbuf_8"},
  "timing.hold.worst_path_depth": {"value": 1},
  "totalWireLength": {"value": 2760, "unit": "um"},
  "clock.latency.late_pin": {"value": 0.27, "unit": "ns"},
  "netlist.area_leader.share": {"value": 0.503},
  "final.min_clock_period": {"value": 2.30, "unit": "ns"},
  "core_region_area": {"value": 4030, "unit": "sq um"},
  "post-route-drc-count": {"value": 0},
  "largest_area_cell": {"value": "sky130_fd_sc_hd__dfrtp_1"},
  "critical_path_required": {"value": 2.16, "unit": "ns"},
  "post-layout-total-power": {"value": 685, "unit": "uW"},
  "min-delay-start": {"value": "u2.count[0]$_DFF_PN0_"},
  "global_route.usage.total": {"value": 0.151},
  "finalHoldViolCount": {"value": 0},
  "critical_path.startpoint_type": {"value": "register"},
  "final_util": {"value": 0.483},
  "drtPass1Iterations": {"value": 3},
  "worst_r2r_path_depth": {"value": 5},
  "worst_r2r_endpoint": {"value": "u1.cnt_p[3]$_DFF_PN0_"},
  "die_x": {"value": 67.0, "unit": "um"},
  "netlist_top_cells_count": {"value": "sky130_fd_sc_hd__dfrtp_1 (34), sky130_fd_sc_hd__xnor2_1 (19), sky130_fd_sc_hd__ha_1 (13)"},
  "setup.worst_path.end_class": {"value": "primary output"},
  "grt_overflow_total": {"value": 0},
  "syn_area_per_cell": {"value": 11.2, "unit": "sq um"},
  "ys_types": {"value": 32},
  "drive_above_1_share": {"value": 0.145},
  "cp.arrival": {"value": 1.76, "unit": "ns"},
  "grt_pass1_wl": {"value": 5000, "unit": "um"},
  "synth.cell_area": {"value": 1690, "unit": "sq um"},
  "most_common_cell_in_the_netlist": {"value": "sky130_fd_sc_hd__dfrtp_1"},
  "tritoncts": {"value": "built"},
  "timing_worst_slew_pin_value": {"value": 0.430, "unit": "ns"},
  "ant_nets": {"value": 0},
  "max_stage_delay": {"value": 0.41, "unit": "ns"},
  "setup.reg_to_reg.worst_slack": {"value": 1.09, "unit": "ns"},
  "peakVddDrop": {"value": 0.000244, "unit": "V"},
  "maxCapViolations": {"value": 0},
  "layout.cells.non_filler": {"value": 215},
  "die_h": {"value": 67.0, "unit": "um"},
  "timing.critical_path.slowest_stage_cell": {"value": "sky130_fd_sc_hd__dfrtp_1"},
  "clock_tree.buffer_depth": {"value": 2},
  "register_pins_left_without_a_clock": {"value": 10},
  "core.rowCount": {"value": 23},
  "viasPerCell": {"value": 5.13},
  "crit_type": {"value": "register to primary output"},
  "finalClockSkew": {"value": 0.00345, "unit": "ns"},
  "areaGrowthSynthToFinish": {"value": 15.0, "unit": "%"},
  "init_core_util": {"value": 0.420},
  "enable_flop_cells": {"value": 0},
  "largest_net_degree_at_the_start_of_global_routing": {"value": 35},
  "final_setup_viols": {"value": 0},
  "power.density": {"value": 352, "unit": "nW/um^2"},
  "postSynthRegisterBits": {"value": 34},
  "power_leakage": {"value": 0.941, "unit": "nW"},
  "synth.top_cells.by_area": {"value": "sky130_fd_sc_hd__dfrtp_1 (50%), sky130_fd_sc_hd__xnor2_1 (9.8%), sky130_fd_sc_hd__ha_1 (9.6%)"},
  "drtIter0Drc": {"value": 42},
  "hpwlAfterDp": {"value": 1900, "unit": "um"},
  "unconstrained_endpoints": {"value": 10},
  "globalplace.congestion": {"value": 0.839},
  "cts_buffers": {"value": 3},
  "antenna_found_initial": {"value": 0},
  "synth.yosys.warnings": {"value": 3},
  "htreeDepth": {"value": 1},
  "maxClockFrequency": {"value": 435, "unit": "MHz"},
  "antenna_cells": {"value": 0},
  "register_area_share_after_synthesis": {"value": 0.503},
  "count_of_mapped_cells_out_of_synthesis": {"value": 151},
  "die-area": {"value": 4490, "unit": "sq um"},
  "pin_count": {"value": 3},
  "hold_path_end": {"value": "u2.count[0]$_DFF_PN0_"},
  "postSynth.asyncResetShare": {"value": 1.00},
  "synth-main-ff-cell": {"value": "sky130_fd_sc_hd__dfrtp_1"},
  "finalHoldWorstSlack": {"value": 0.455, "unit": "ns"},
  "final.period_utilization": {"value": 0.851},
  "place_inst": {"value": 203},
  "io_buffer_count": {"value": 2},
  "cts.clk_slew.worst_paths": {"value": 0.08, "unit": "ns"},
  "path_max_fanout": {"value": 3},
  "crit_chain": {"value": "ha_1 > nand4_1 > buf_4 > o221ai_2 > o21ai_2 > xnor2_1 > dlymetal6s2s_1"},
  "timing.hold.worst.class": {"value": "register to register"},
  "outcome": {"value": "finished, final reports clean"},
  "crit-reg2reg-launch": {"value": "u1.cnt_p[0]$_DFF_PN0_"},
  "via_count_of_the_first_global_routing_pass": {"value": 1100},
  "warnings": {"value": 25},
  "yosys_stat_area": {"value": 1690, "unit": "sq um"},
  "route.detailed.wl_per_inst": {"value": 12.8, "unit": "um"},
  "slew_headroom": {"value": 0.713},
  "synth-cells-yosys": {"value": 151},
  "finalMaxSlewViolations": {"value": 0},
  "route.vias.total": {"value": 1102},
  "fin_setup_tns": {"value": 0, "unit": "ns"}
}
## how the worst max path moves through the flow
stage	from	end	slack, ns	depth (start not counted)
after CTS	u2.count[7]$_DFF_PN0_	led	0.01	7
final	u2.count[5]$_DFF_PN0_	led	0.40	7
after global routing	u2.count[5]$_DFF_PN0_	led	0.27	7
## logic make-up after synthesis
logic type,after synthesis,share of synthesized area
AND-OR/OR-AND,9,0.0311
AND/OR/NAND/NOR,57,0.204
XOR/XNOR,27,0.140
adder cells (fa/ha/maj),13,0.0962
buffers and inverters,11,0.0252
flip-flops,34,0.503
## worst max-delay path, delay by kind of cell (launching register included)
family,cells,cell delay (ns)
flops,1,0.41
xor+xnor,1,0.12
fa+ha+maj,1,0.29
simple gates,1,0.13
buf+inv,2,0.28
compound gates,2,0.28
## layer usage
metal  part of all wire  global-route usage  vias to the layer above  wire length [um]
met5                  0                   0                        -                 0
met4              0.015              0.0239                        0                42
met3              0.021              0.0295                        6                59
met2               0.46               0.241                        7              1280
met1               0.50               0.221                      541              1380
li1                   -                   -                      548                 -
## registers in the layout (all words and copies together), names as in the netlist
signal	count
pwmValue	9
u1.cnt_p	14
flag_c	1
u1.clk_p	1
u2.count	9
## metrics by stage
stage	worst slack, ns	cell area [sq um]
3_5_place_dp	0.219	1780
5_1_grt	0.267	1940
6_report	0.401	1940
2_1_floorplan	0.793	1690
4_1_cts	0.0119	1920
3_3_place_gp	0.250	1780
## power breakdown
group          internal, mW  leakage (nW)  total [mW]  switching (mW)
Sequential            0.359         0.445       0.359               0
Clock                 0.198        0.0357       0.314           0.116
Combinational       0.00221         0.461      0.0119         0.00967
## placed cells by master, fill, tap and decap left out, types with 2 or more instances in the layout
cell type	synthesis	layout
sky130_fd_sc_hd__dfrtp_1	34	34
sky130_fd_sc_hd__nand2_1	10	10
sky130_fd_sc_hd__ha_4	0	2
sky130_fd_sc_hd__ha_1	13	11
sky130_fd_sc_hd__nor2_2	2	2
sky130_fd_sc_hd__nand3_1	9	9
sky130_fd_sc_hd__buf_4	0	9
sky130_fd_sc_hd__nand4_1	7	7
sky130_fd_sc_hd__clkbuf_8	0	3
sky130_fd_sc_hd__nor2_1	10	10
sky130_fd_sc_hd__nor3_1	2	2
sky130_fd_sc_hd__and3_1	2	2
sky130_fd_sc_hd__xor2_1	8	8
sky130_fd_sc_hd__a21oi_1	4	4
sky130_fd_sc_hd__nor4_1	2	2
sky130_fd_sc_hd__inv_1	10	10
sky130_fd_sc_hd__xnor2_1	19	19
## final cells by class
class | instances | area [sq um]
fillers | 364 | 2080
flip-flops and latches | 34 | 851
inverters | 10 | 37.5
repair buffers | 11 | 90.1
well taps | 50 | 62.6
multi-input cells | 106 | 832
clock inverters | 1 | 30.0
clock buffers | 3 | 41.3
## what timing repair did
action | CTS | global route
hold buffers | 0 | 0
hold endpoints to repair | 0 | 0
buffers inserted | 7 | 1
gates resized | 4 | 2
pin swaps | 2 | 3
setup endpoints to repair | 1 | 1
Power and IR drop assume default switching activity.
