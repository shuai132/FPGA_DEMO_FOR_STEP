$ cat design.v
module segdisp (num1, num2, seg_led_1, seg_led_2);
    input [3:0] num1;
    input [3:0] num2;
    output [8:0] seg_led_1;
    output [8:0] seg_led_2;
    reg [8:0] seg[9:0];
    initial
    begin
        seg[0] = 9'h3f;
        seg[1] = 9'h06;
        seg[2] = 9'h5b;
        seg[3] = 9'h4f;
        seg[4] = 9'h66;
        seg[5] = 9'h6d;
        seg[6] = 9'h7d;
        seg[7] = 9'h07;
        seg[8] = 9'h7f;
        seg[9] = 9'h6f;
    end
    assign seg_led_1 = seg[num1];
    assign seg_led_2 = seg[num2];
endmodule
$ cat constraint.sdc
current_design segdisp

set clk_period 1.0
set clk_io_pct 0.2

create_clock -name clk0 -period $clk_period

set non_clock_inputs [all_inputs -no_clocks]
set_input_delay [expr $clk_period * $clk_io_pct] -clock clk0 $non_clock_inputs
set_output_delay [expr $clk_period * $clk_io_pct] -clock clk0 [all_outputs]
$ cat config.mk
export PLATFORM = sky130hd
export DESIGN_NAME = segdisp
export DESIGN_NICKNAME = segdisp
export VERILOG_FILES = /design/flow/design.v
export SDC_FILE = /design/flow/constraint.sdc
export NUM_CORES = 4
export LEC_CHECK = 1
export CORE_AREA = 10 10 70 70
export DIE_AREA = 0 0 80 80
$ cat run.sh
#!/bin/bash
# OpenROAD 26Q1-2900-gdf79404cd8, Yosys 0.63+post, stock flow scripts
make -C /OpenROAD-flow-scripts/flow DESIGN_CONFIG=/design/flow/config.mk WORK_HOME=/design/flow/orfs finish
==> results_tabular.tex <==
% Implementation results table
\begin{tabular}{lr}
\hline
Metric & Value \\
\hline
\multicolumn{2}{l}{\textbf{Final layout}} \\
Flops & 0 \\
Highest-count logic cell in the final layout & buf\_2 \\
Syn-to-layout area delta & 135.2\% \\
Commonest cells after routing, fill and taps aside & buf\_2 (15), ha\_4 (10), buf\_6 (8) \\
Combinational gate area & approximately 540 sq um \\
Count of filler cells inserted in the layout & about 360 \\
Number of clock buffer instances in the layout & 0 \\
Proportion of layout cells with a drive suffix above 1 & roughly 76\% \\
Reg area & 0 sq um \\
Count of placed standard cells in the final layout, fillers left out & 132 \\
Post-layout instance area & approximately 940 sq um \\
\multicolumn{2}{l}{\textbf{Setup path}} \\
Largest fanout on the critical path & 3 \\
Worst setup SP type & input port \\
Worst stage delay on the critical path & 0.13 ns \\
Critical-path cell list & buf\_8, inv\_6, buf\_6, ha\_4, nand2b\_4, buf\_6, a21o\_1, buf\_2 \\
Cell count along the critical path & 8 \\
Worst path top cell family by delay & buffers and inverters \\
Data arrival time at the worst-slack endpoint & slightly below 1 ns \\
Worst endpoint required time & 0.80 ns \\
Setup CP Type & in -> out \\
Buf/Inv on CP & 5 \\
Slowest stage cell on the critical path & ha\_4 \\
Critical Path Sink Type & output pin \\
Most common cell on crit path & buf\_6 \\
\multicolumn{2}{l}{\textbf{Job}} \\
OpenROAD warnings & 44 \\
Max-capacitance violation count & 0 \\
\multicolumn{2}{l}{\textbf{Detailed routing}} \\
Antenna violation net count after detailed routing & 0 \\
DRC marker count from the first detailed-route iteration & 9 \\
Post-route DRC & 0 \\
Average via count per standard cell & $\sim$3.4 \\
Drt wl/cell & between 9 and 10 microns \\
Antenna fix cells & 0 \\
Total vias in the final route & 447 \\
DRT Wirelength & approximately 1.3 mm \\
Number of detailed-route iterations in the first pass & 2 \\
\multicolumn{2}{l}{\textbf{Die}} \\
Pre-Place Util & 11.76\% \\
Placeable core region & $\sim$3400 sq um \\
Number of placement rows & 21 \\
Height of the die & about 80 microns \\
Width of the die & around 80 microns \\
Area enclosed by the die boundary & about 6400 sq um \\
IO Pins & 26 \\
\multicolumn{2}{l}{\textbf{Final timing}} \\
Post-route clock period utilization & 117.6\% \\
Smallest setup slack after layout & -0.1758 ns \\
Final tally of max-slew violations & 0 \\
Final worst path period need & $\sim$1.2 ns \\
Unrepaired setup endpoints after global routing & yes \\
Final tally of hold violations & 0 \\
F\_max & 850.5 MHz \\
Final setup violation count & 11 \\
\multicolumn{2}{l}{\textbf{Power}} \\
Power consumption & 0.3087 mW \\
Worst vdd ir & 134.1 uV \\
Leakage dissipation & roughly 0.40 nW \\
Power density relative to cell area & $\sim$330 nW/um\^{}2 \\
\multicolumn{2}{l}{\textbf{Place}} \\
Post-place instance area & 716.9 sq um \\
Number of port buffers & 22 \\
Post-detail-place hpwl & roughly 1000 microns \\
GP Congestion & approximately 0.8 \\
Number of cells after detailed placement & 128 \\
\multicolumn{2}{l}{\textbf{CTS}} \\
Hold buffers post-CTS & 0 \\
\multicolumn{2}{l}{\textbf{Logic synthesis}} \\
Chip area in the Yosys report & about 400 sq um \\
Share of synthesized area occupied by flip-flops and latches & 0\% \\
Cell count in the Yosys report & 53 \\
Yosys warnings & 1 \\
Mapped Cells & approximately 53 \\
Synthesized area per cell & approximately 7.6 sq um \\
Post-Synthesis Cell Area & 401.6 sq um \\
Number of library cell types mapped by synthesis & 17 \\
\multicolumn{2}{l}{\textbf{GRT}} \\
Antenna violations before repair & 0 \\
Total GRT Usage & around 3.8\% \\
Pin count of the biggest net entering global routing & 10 \\
Grt total ovfl & 0 \\
Vias in the first global route & about 450 \\
First-pass GRT wire length & around 2.1 mm \\
\multicolumn{2}{l}{\textbf{Worst hold path}} \\
Number of cells on the worst hold path & 3 \\
Worst Hold Class & in -> out \\
\multicolumn{2}{l}{\textbf{Outcome}} \\
Violations in the final reports & negative setup slack \\
Outcome & finished, violations left \\
\hline
\end{tabular}
[layer usage]
metal	track usage, %	vias to the layer above	routed length [microns]
met5	0	-	0
met4	0	0	0
met3	0.6818	0	47
met2	6.742	8	687
met1	4.944	210	551
li1	-	229	-
[Yosys cell counts, drive strengths merged]
cell type	number	share of area [%]
nand2	4	3.7
buf	5	10
and2	1	2.2
conb	1	0.93
a21o	4	7.5
ha	12	37
a22oi	2	5.0
nand3b	1	1.9
inv	5	4.7
o211ai	1	1.9
nand3	2	2.5
nor2	6	5.6
o21bai	2	3.7
nand2b	7	13
[power breakdown]
part           switching, mW  internal (mW)  total [mW]
sequential                 0              0           0
combinational          0.127          0.181       0.309
clock                      0              0           0
[path summary, 6_finish.rpt]
path | slack (ns) | endpoint | start
setup / recovery | -0.18 | seg_led_2[0] | num2[1]
hold / removal | 0.75 | seg_led_1[1] | num1[2]
[cell type report]
type / count / area share [%]
inverters: 5 / 4.901
multi-input cells: 46 / 56.95
well taps: 46 / 6.093
repair buffers: 35 / 32.05
[kinds of logic after synthesis]
| group | count (synthesis) | synth area share, % |
|---|---|---|
| simple gates | 21 | 28.66 |
| other cells | 1 | 0.9337 |
| fa+ha+maj | 12 | 37.38 |
| compound gates | 9 | 18.07 |
| buf+inv | 10 | 14.95 |
[per-stage QoR]
stage	hold WS (ns)	utilization [%]	setup TNS (ns)	setup slack, ns
after floorplan	0.4341	-	0	0.006268
after global placement	1.488	20.99	-12.56	-1.006
after detailed placement	1.510	20.99	-12.60	-1.009
after CTS	0.7590	26.56	-1.401	-0.1858
after global routing	0.7823	27.66	-1.805	-0.2170
final	0.7513	27.66	-1.330	-0.1758
[tightest hold or removal path, stage by stage]
cell	delay, ns
buf_2	0.16
nand3b_1	0.10
buf_2	0.09
[timing repair]
action                     CTS  global route
pin swaps                   13             8
setup endpoints to repair   14            11
gates resized              126             9
setup buffers                3             1
Power is estimated from default activity; no workload was simulated.
